**/design/flow/design.v**
```verilog
module tmds_encoder(
    input clk,                   
    input [7:0] color_data,      
    input pll_lock,         
    input vsync,
    input hsync,
    input de,                    
    output reg [9:0] out         
);
wire vsync_r = pll_lock & vsync;
wire hsync_r = pll_lock & hsync;
wire parity = ($countones(color_data) > 4) ? 1 : ((($countones(color_data) == 4) && !color_data[0]) ? 1 : 0);
wire [8:0] q_m; 
assign q_m[0] = color_data[0];
assign q_m[1] = parity ? q_m[0] ^~ color_data[1] : q_m[0] ^ color_data[1];
assign q_m[2] = parity ? q_m[1] ^~ color_data[2] : q_m[1] ^ color_data[2];
assign q_m[3] = parity ? q_m[2] ^~ color_data[3] : q_m[2] ^ color_data[3];
assign q_m[4] = parity ? q_m[3] ^~ color_data[4] : q_m[3] ^ color_data[4];
assign q_m[5] = parity ? q_m[4] ^~ color_data[5] : q_m[4] ^ color_data[5];
assign q_m[6] = parity ? q_m[5] ^~ color_data[6] : q_m[5] ^ color_data[6];
assign q_m[7] = parity ? q_m[6] ^~ color_data[7] : q_m[6] ^ color_data[7];
assign q_m[8] = ~parity;
wire signed [4:0] q_m_diff = $countones(q_m[7:0]) * 2 - 8;  
reg signed [6:0] rd;  
wire rd_sign_match = (rd[4] == q_m_diff[4]);  
always @ (posedge clk) begin
    if (~pll_lock | ~de) begin
        out <= {~vsync_r, 9'b101010100} ^ {10{hsync_r}};
        rd <= 0;
    end else begin
        if (rd_sign_match) begin
            out <= {1'b1, q_m[8], ~{q_m[7:0]}};      
            rd  <= rd - q_m_diff - q_m[8];
        end else begin
            out <= {1'b0, q_m};       
            rd  <= rd + q_m_diff + q_m[8];
        end
    end
end
endmodule
```
**/design/flow/run.sh**
```bash
#!/bin/bash
# OpenROAD 26Q1-2900-gdf79404cd8, Yosys 0.63+post, stock flow scripts
make -C /OpenROAD-flow-scripts/flow DESIGN_CONFIG=/design/flow/config.mk WORK_HOME=/design/flow/orfs finish
```
**/design/flow/config.mk**
```make
export PLATFORM = sky130hd
export DESIGN_NAME = tmds_encoder
export DESIGN_NICKNAME = tmds_encoder
export VERILOG_FILES = /design/flow/design.v
export SDC_FILE = /design/flow/constraint.sdc
export NUM_CORES = 4
export LEC_CHECK = 1
export CORE_UTILIZATION = 30
```
**/design/flow/constraint.sdc**
```tcl
current_design tmds_encoder

set clk_period 7.9
set clk_io_pct 0.2

create_clock -name clk0 -period $clk_period [get_ports {clk}]

set non_clock_inputs [all_inputs -no_clocks]
set_input_delay [expr $clk_period * $clk_io_pct] -clock clk0 $non_clock_inputs
set_output_delay [expr $clk_period * $clk_io_pct] -clock clk0 [all_outputs]
```
==> results.json <==
{
  "status": "completed",
  "die_area_um2": 5155,
  "grt_max_degree": 13,
  "vias_per_cell": 4.241,
  "routed_wl_um": 2409,
  "tool_warnings": 30,
  "synth_top_flop_cell": "dfxtp_1",
  "cts-root-buf": "clkbuf_8",
  "wl_per_cell_um": 9.675,
  "end_kind": "flop",
  "crit_fanout": 2,
  "max_stage_delay_ns": 0.54,
  "final_common_cell": "buf_4",
  "fin_util_pct": 42.51,
  "holdWs_ns": 0.6527,
  "clk_path_buf_depth": 2,
  "layout_top_cells": "buf_4 (23), inv_1 (20), clkdlybuf4s50_1 (18), dfxtp_1 (15), ha_1 (14)",
  "synth_cell_types": 31,
  "fp_util_pct": 31.15,
  "die_h_um": 71.80,
  "ys.flops": 15,
  "synth-cells-yosys": 149,
  "cts_tree": "built",
  "fin_crit_ns": 7.676,
  "drive_gt1_share_pct": 25.64,
  "antenna_cells": 0,
  "crit_required_ns": 8.06,
  "critPathKind": "primary input to flop",
  "gp_congestion": 0.8246,
  "reg2regPathDepth": 8,
  "rsz0062_at_grt": "yes",
  "first_global_vias": 1036,
  "antenna_left": 0,
  "timing.setup.tns_ns": 0,
  "grt_pass1_wl_um": 4278,
  "crit_family": "adder cells",
  "slew_viol_final": 0,
  "crit_path_frequent_cell": "fa_1",
  "fmax_ghz": 0.1303,
  "htree_levels": 1,
  "rows": 25,
  "crit_buf_inv": 5,
  "worst_path_max_delay_cell": "fa_1",
  "hold_path_class": "flop to flop",
  "synth-edff-count": 0,
  "drc": 0,
  "die_w_um": 71.80,
  "hpwl_um": 2050,
  "dr_total_vias": 1056,
  "cp-start-kind": "primary input",
  "finalSetupViolCount": 0,
  "postSynthSeqShare_pct": 20.55,
  "hold_viol_final": 0,
  "post_synth.cell_area_avg_um2": 9.808,
  "clkSinkCount": 15,
  "ys_chip_area_um2": 1461,
  "async_flop_share_pct": 0,
  "finalClockPeriodUsage_pct": 97.16,
  "core_area_um2": 4692,
  "drtIter0Drc": 17,
  "max-cap-violations": 0,
  "grt_antenna_before_repair": 0,
  "io_buffer_count": 22,
  "syn_area_um2": 1461,
  "boundaryPins": 23,
  "grt_use_total_pct": 10.64,
  "fin_skew_ns": 0.001091,
  "area_growth_pct": 36.47,
  "cts_made_buffers": 3,
  "cp.depth": 26,
  "cts.clk_slew.worst_paths_ns": 0.06,
  "ys_warn_count": 1,
  "grt_overflow": 0,
  "holdPathStages": 3,
  "worstMarginPinSlew_ns": 0.4194,
  "hold_buffers": 0,
  "relSlewSlack_pct": 71.84,
  "synth_cells": 149,
  "clk_latency_ns": 0.24,
  "worst_ep_arrival_time_ns": 7.83,
  "drtPass1Iterations": 4
}
[sequential cells by signal (all words and copies together), names as in the netlist]
name  flops
out      10
rd        5
[cell type report]
type	count	area, um^2
clock buffers	4	45.04
fillers	454	2698
inverters	26	97.59
well taps	54	67.56
repair buffers	45	392.9
multi-input cells	105	1091
flip-flops and latches	15	300.3
[metal layers]
| layer | part of all wire, % | track usage [%] |
|---|---|---|
| met3 | 2.8 | 1.712 |
| met5 | 0 | 0 |
| met2 | 45 | 17.19 |
| met4 | 1.0 | 0.8715 |
| met1 | 51 | 16.18 |
[worst reg2reg max path: cells and delay by family, from the launching register on]
family / cells / cell delay, ns
buffers and inverters: 1 / 0.05
and+or+nand+nor: 2 / 0.16
adders and majority gates: 2 / 0.68
AOI/OAI and AO/OA: 2 / 0.27
xor gates and xnor gates: 1 / 0.13
DFF: 1 / 0.33
[synth_stat cells (all sizes together), types with 3 or more instances]
library cell / number / share of area, %
o211ai: 3 / 1.5
xor2: 9 / 5.4
dfxtp: 15 / 21
nand2: 6 / 1.5
a21oi: 6 / 2.1
ha: 17 / 15
inv: 26 / 6.7
nor2: 8 / 2.1
o21ai: 6 / 2.1
xnor2: 16 / 11
xnor3: 3 / 4.8
a211oi: 3 / 1.5
fa: 10 / 14
[path summary, 6_finish.rpt]
| path | end | startpoint | slack, ns |
|---|---|---|---|
| worst max-delay path | rd[4]$_SDFF_PN0_ | color_data[6] | 0.22 |
| worst min register to register | rd[0]$_SDFF_PN0_ | rd[0]$_SDFF_PN0_ | 0.65 |
| worst min-delay path | rd[0]$_SDFF_PN0_ | rd[0]$_SDFF_PN0_ | 0.65 |
| worst max register to register | rd[4]$_SDFF_PN0_ | rd[0]$_SDFF_PN0_ | 6.21 |
[cell families (layout without fill, tap and decap cells)]
group | after synthesis | count (layout) | synth area share, %
adder cells (fa/ha/maj) | 27 | 27 | 28.25
AND-OR/OR-AND | 26 | 26 | 11.56
buffers and inverters | 29 | 75 | 7.619
AND/OR/NAND/NOR | 22 | 22 | 7.192
XOR/XNOR | 30 | 30 | 24.83
flip-flops | 15 | 15 | 20.55
[what timing repair did]
action	in CTS	in global routing
endpoints found under the setup margin	14	14
buffers inserted	4	1
gates resized	21	3
pin swaps	19	18
[stage by stage]
stage	setup WS, ns	instances	cell area, um^2
after floorplan	0.03119	149	1490
after global placement	-0.5749	240	1899
after detailed placement	-0.6050	240	1899
after CTS	0.01331	248	1978
after global routing	-0.05191	249	1994
final	0.2242	249	1994
