==> /design/flow/design.v <==
module draw_triangle(
    input screen_side,           
    input [4:0] line,            
    input [3:0] i_th_triangle,   
    input [9:0] xpos,
    input [9:0] ypos,
    input [3:0] a_mapx,
    input [3:0] a_mapy,
    input [7:0] ah,
    input [7:0] bh,
    input [7:0] ch,
    input [7:0] dh,
    output feasible
);
wire disable_draw = a_mapy - i_th_triangle > 15 | a_mapx - i_th_triangle > 15 | line == 0 | i_th_triangle > 15-line; 
wire [8:0] xp = 320 + ((a_mapx - a_mapy) << 3);  
wire [8:0] yp = 297 + ((a_mapx + a_mapy - {i_th_triangle,{1'b0}}) << 2);  
wire [8:0] ax = xp;
wire [8:0] ay = yp - ah;
wire [8:0] bx = xp + 8;
wire [8:0] by = yp - 4 - bh;
wire [8:0] cx = xp;
wire [8:0] cy = yp - 8 - ch;
wire [8:0] dx = xp - 8;
wire [8:0] dy = yp - 4 - dh;
wire signed [3:0] xp_minus_ax = xpos - ax;
wire signed [3:0] bx_minus_xp = bx - xpos;
wire signed [11:0] f_ab = (xp_minus_ax[2] ? (ah-4-bh)<<2 : 0) + (xp_minus_ax[1] ? (ah-4-bh)<<1 : 0) + (xp_minus_ax[0] ? (ah-4-bh) : 0) - ((ypos - ay) << 3);  
wire signed [11:0] f_bc = ((ypos - by) << 3) - (bx_minus_xp[2] ? (bh-4-ch)<<2 : 0) - (bx_minus_xp[1] ? (bh-4-ch)<<1 : 0) - (bx_minus_xp[0] ? (bh-4-ch) : 0);  
wire [2:0] cx_minus_xp = cx - xpos;
wire signed [3:0] xp_minus_dx = xpos - dx;
wire signed [11:0] f_cd = ((ypos - cy)<<3) - (cx_minus_xp[2] ? ((ch+4-dh)<<2) : 0) - (cx_minus_xp[1] ? ((ch+4-dh)<<1) : 0) - (cx_minus_xp[0] ? (ch+4-dh) : 0);
wire signed [11:0] f_da = (xp_minus_dx[2] ? ((dh+4-ah)<<2) : 0) + (xp_minus_dx[1] ? ((dh+4-ah)<<1) : 0) + (xp_minus_dx[0] ? (dh+4-ah) : 0) - ((ypos - dy)<<3);
assign feasible = screen_side ? (~disable_draw && ~bx_minus_xp[3] && ~xp_minus_ax[3] && ~f_ab[11] && ~f_bc[11] && ch+8 > ah ? 1 : 0) :
                                (~disable_draw && xp_minus_ax[3] && ~xp_minus_dx[3] && ch+8 > ah && ~f_cd[11] && ~f_da[11] ? 1 : 0);
endmodule
==> /design/flow/run.sh <==
#!/bin/bash
# OpenROAD 26Q1-2900-gdf79404cd8, Yosys 0.63+post, stock flow scripts
make -C /OpenROAD-flow-scripts/flow DESIGN_CONFIG=/design/flow/config.mk WORK_HOME=/design/flow/orfs finish
==> /design/flow/config.mk <==
export PLATFORM = sky130hd
export DESIGN_NAME = draw_triangle
export DESIGN_NICKNAME = draw_triangle
export VERILOG_FILES = /design/flow/design.v
export SDC_FILE = /design/flow/constraint.sdc
export NUM_CORES = 4
export LEC_CHECK = 1
export CORE_UTILIZATION = 40
==> /design/flow/constraint.sdc <==
current_design draw_triangle

set clk_period 12.8
set clk_io_pct 0.2

create_clock -name clk0 -period $clk_period

set non_clock_inputs [all_inputs -no_clocks]
set_input_delay [expr $clk_period * $clk_io_pct] -clock clk0 $non_clock_inputs
set_output_delay [expr $clk_period * $clk_io_pct] -clock clk0 [all_outputs]
==> run notes <==
The run finished with clean final reports. For this design the ratio of total power to cell area is 262 nW/µm². For reference, the top cells by area after synthesis are sky130_fd_sc_hd__ha_1 26%, sky130_fd_sc_hd__fa_1 26%, sky130_fd_sc_hd__inv_1 8.8%. The tools report the via count of the first global-routing pass as 6030. After detailed routing, the total wire length is 18000 µm. Actual transition at the worst max-transition pin: 780 ps.

The synthesized netlist contains 54 unique library cells. Ratio of cells with drive above 1 in the final layout: 0.0149. For this design the static power due to leakage is 4.40 nW. The DRC violation count after routing is 0, and the maximum clock frequency is 83.8 MHz. With the floorplan-stage core utilization at 0.407, the placeable core region is 19500 µm². In the synthesized netlist, the dominant kind of combinational cell is adder cells. The initial antenna violation count was 0. Endpoint of the worst hold-timing path: feasible. The script logs the ratio of routed vias to standard cells as 4.73. The tools report the launching instance or port of the critical path as i_th_triangle[1]. The logs give a warning total of 45. In this run the maximum-capacitance check reported violations numbering 0. With the wire length of the first global-routing pass at 30800 µm, the area fraction in and, or, nand and nor cells is 0.147. Type of the tightest min-delay check: primary input to output port. The tools report the startpoint type of the worst setup path as a primary input. After the first detailed-routing iteration, the DRC count stood at 185.

The final layout reports a setup TNS of 0 ps. For this run, the script counts the antenna cells in the layout as 0. For the headroom to the max-slew limit, the log shows 0.480.

The aoi/oai-family share of the synthesized area came out at 0.127. In this run the remaining antenna-violating nets after routing total 0. Biggest area consumer among synthesized cells: sky130_fd_sc_hd__ha_1.

Cell depth of the worst min-delay path: 4. For the worst setup path, the data required time is 10240 ps. The final max-slew violation count is 0. The total global-route track usage is 0.201, and the synthesized area is 7920 µm². The pin count of the biggest net entering global routing was 38; the count of buffers inserted at the top-level ports was 64.

The worst setup path is of the primary input to output port kind. The final worst hold slack was 6140 ps. For this design, Yosys synthesis ends with a cell count of 947. The total grt overflow came out at 0.

In this run, post-CTS repair resized a total of 0 instances. The multiplexer share of the synthesized area was 0. Setup repair after global routing left no endpoint under its margin. The number of setup buffers added after CTS is 0. For this run, the chip area from Yosys synthesis comes to 7920 µm².

The Yosys step of the flow raised 0 warnings. The floorplan step defined a die boundary enclosing 20400 µm². The final critical path time including I/O delays and setup is 11930 ps, and the register area share after synthesis is 0.

The xor-xnor portion of the synthesized cell area works out to 0.111. The gate count of the mapped netlist was 947; the final core utilization was 0.456. For the final-layout clock buffer total, the log shows 0. The chip height works out to 143 µm. Area growth from synthesis to layout: 12.1%. For the worst ir drop on vdd, the log shows 0.000161 V. Nature of the critical path endpoint: an output port.

Detailed placement finished with a half-perimeter wire length of 15900 µm. Looking at hold timing, the worst path starts from screen_side. The run gives 0 for the number of failing setup endpoints in the final timing report. Per the post-synthesis stats, the area per cell is 8.37 µm².

The report shows a maximum critical-path fanout of 7. The initialized floorplan defines 51 standard-cell rows. The run gives 71 as the top-level I/O count. Area of all sequential standard cells: 0 µm². The data arrival at the endpoint of the critical path was 9370 ps; the length of the first detailed-routing pass in iterations was 4.

With the fraction of post-synthesis cell area in the top cell type by area at 0.261, the final count of hold timing violations is 0. Final sequential cell count: 0. Detailed routing inserted a total of 6001 vias. The final estimated routing congestion in global placement was 0.944. With the width of the die at 143 µm, the portion of the clock cycle consumed by the worst path in the final layout is 0.932. The adder-cell area share of the yosys netlist was 0.521; the number of hold-repair buffers added at the cts stage was 0.

The script logs the mean routed wire length per placed instance as 14.2 µm.
## per-stage QoR
| stage | cells | setup slack (ps) | area [µm²] | power (mW) |
|---|---|---|---|---|
| after floorplan | 947 | 2610 | 7920 | 1.86 |
| after global placement | 1269 | 902 | 8880 | 2.34 |
| after detailed placement | 1269 | 864 | 8880 | 2.34 |
| after CTS | 1269 | 825 | 8880 | 2.38 |
| after global routing | 1269 | 299 | 8880 | 2.73 |
| final | 1269 | 871 | 8880 | 2.33 |
## power by group
| part | internal [mW] | switching (mW) | total [mW] |
|---|---|---|---|
| sequential | 0 | 0 | 0 |
| combinational | 1.11 | 1.22 | 2.33 |
| clock | 0 | 0 | 0 |
| total | 1.11 | 1.22 | 2.33 |
## routing by layer
layer / global-route usage / vias to the layer above / share of wire
li1: - / 3180 / -
met1: 0.319 / 2707 / 0.51
met2: 0.316 / 108 / 0.44
met3: 0.0242 / 6 / 0.042
met4: 0.00736 / 0 / 0.0047
met5: 0 / - / 0
## Yosys cell counts (2+ instances only)
master,count
sky130_fd_sc_hd__a21oi_1,41
sky130_fd_sc_hd__xnor2_1,66
sky130_fd_sc_hd__and2_1,36
sky130_fd_sc_hd__o21a_1,20
sky130_fd_sc_hd__o211ai_1,5
sky130_fd_sc_hd__xor2_1,23
sky130_fd_sc_hd__a2111oi_0,2
sky130_fd_sc_hd__xnor3_1,3
sky130_fd_sc_hd__nor2b_1,19
sky130_fd_sc_hd__nand3_1,6
sky130_fd_sc_hd__o41ai_1,3
sky130_fd_sc_hd__clkbuf_1,10
sky130_fd_sc_hd__ha_1,165
sky130_fd_sc_hd__a211oi_1,4
sky130_fd_sc_hd__fa_1,103
sky130_fd_sc_hd__nor3_1,19
sky130_fd_sc_hd__o211a_1,3
sky130_fd_sc_hd__o21bai_1,11
sky130_fd_sc_hd__nor2_1,46
sky130_fd_sc_hd__a21boi_0,4
sky130_fd_sc_hd__o21ai_0,28
sky130_fd_sc_hd__nand4b_1,2
sky130_fd_sc_hd__nand2b_1,18
sky130_fd_sc_hd__a21o_1,14
sky130_fd_sc_hd__or3_1,2
sky130_fd_sc_hd__inv_1,186
sky130_fd_sc_hd__o22ai_1,2
sky130_fd_sc_hd__nand4_1,5
sky130_fd_sc_hd__nand2_1,76
## cell usage in the layout (no fill, tap or decap), types with 3 or more instances in the layout
cell,instances
sky130_fd_sc_hd__nand2b_1,18
sky130_fd_sc_hd__o21a_1,20
sky130_fd_sc_hd__inv_1,186
sky130_fd_sc_hd__a21o_1,14
sky130_fd_sc_hd__nand4_1,5
sky130_fd_sc_hd__o211a_1,3
sky130_fd_sc_hd__and2_1,36
sky130_fd_sc_hd__fa_1,103
sky130_fd_sc_hd__o21bai_1,11
sky130_fd_sc_hd__xor2_1,23
sky130_fd_sc_hd__o41ai_1,3
sky130_fd_sc_hd__ha_1,165
sky130_fd_sc_hd__a21boi_0,4
sky130_fd_sc_hd__a211oi_1,4
sky130_fd_sc_hd__nor2_1,46
sky130_fd_sc_hd__xnor2_1,66
sky130_fd_sc_hd__nand3_1,6
sky130_fd_sc_hd__nor3_1,19
sky130_fd_sc_hd__xnor3_1,3
sky130_fd_sc_hd__o21ai_0,28
sky130_fd_sc_hd__o211ai_1,5
sky130_fd_sc_hd__nor2b_1,19
sky130_fd_sc_hd__nand2_1,76
sky130_fd_sc_hd__a21oi_1,41
sky130_fd_sc_hd__clkdlybuf4s50_1,64
sky130_fd_sc_hd__buf_4,4
## cell families (layout without fill, tap and decap cells)
kind of cell,count (synthesis),after routing
XOR/XNOR,94,94
adder cells (fa/ha/maj),268,268
AND/OR/NAND/NOR,236,236
buffers and inverters,198,255
AND-OR/OR-AND,151,151
## worst max-delay path, stage by stage
cell,delay [ps]
sky130_fd_sc_hd__clkdlybuf4s50_1,480
sky130_fd_sc_hd__fa_1,570
sky130_fd_sc_hd__inv_1,50
sky130_fd_sc_hd__ha_1,350
sky130_fd_sc_hd__xnor2_1,350
sky130_fd_sc_hd__ha_1,370
sky130_fd_sc_hd__xor2_1,350
sky130_fd_sc_hd__fa_1,490
sky130_fd_sc_hd__ha_1,350
sky130_fd_sc_hd__o21a_1,140
sky130_fd_sc_hd__nor2_1,110
sky130_fd_sc_hd__xor2_1,220
sky130_fd_sc_hd__fa_1,450
sky130_fd_sc_hd__fa_1,500
sky130_fd_sc_hd__ha_1,220
sky130_fd_sc_hd__nor3_1,150
sky130_fd_sc_hd__o21ai_0,150
sky130_fd_sc_hd__a31oi_1,280
sky130_fd_sc_hd__xnor2_1,160
sky130_fd_sc_hd__xnor2_1,150
sky130_fd_sc_hd__xnor2_1,140
sky130_fd_sc_hd__o32ai_2,240
sky130_fd_sc_hd__clkdlybuf4s50_1,510
## how the worst max path moves through the flow
| stage | end | slack [ps] | cells past startpoint |
|---|---|---|---|
| after global routing | feasible | 300 | 23 |
| after CTS | feasible | 820 | 23 |
| final | feasible | 870 | 23 |
## final cells by class
class / count / area (µm²)
fillers: 1936 / 10600
inverters: 187 / 702
multi-input cells: 749 / 7180
well taps: 265 / 332
repair buffers: 68 / 671
Power figures rest on the tool's default switching activity, not on a simulated workload.
